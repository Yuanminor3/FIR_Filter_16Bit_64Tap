$ cat ./run.sh
#!/bin/bash
# OpenROAD 26Q1-2900-gdf79404cd8, Yosys 0.63+post, stock flow scripts
make -C /OpenROAD-flow-scripts/flow DESIGN_CONFIG=/design/flow/config.mk WORK_HOME=/design/flow/orfs finish
$ cat ./config.mk
export PLATFORM = sky130hd
export DESIGN_NAME = fir_shift_imem
export DESIGN_NICKNAME = fir_shift_imem
export VERILOG_FILES = /design/flow/design.v
export SDC_FILE = /design/flow/constraint.sdc
export NUM_CORES = 4
export LEC_CHECK = 1
export CORE_UTILIZATION = 40
export SYNTH_HDL_FRONTEND = slang
$ cat ./constraint.sdc
current_design fir_shift_imem

set clk_period 30.4
set clk_io_pct 0.2

create_clock -name clk0 -period $clk_period [get_ports {clk}]

set non_clock_inputs [all_inputs -no_clocks]
set_input_delay [expr $clk_period * $clk_io_pct] -clock clk0 $non_clock_inputs
set_output_delay [expr $clk_period * $clk_io_pct] -clock clk0 [all_outputs]
$ cat ./design.v
module fir_shift_imem (
	input wire clk, 	 
	input wire reset,
	input wire [15:0] data_in,
	input wire [5:0] read_addr,	 
	output reg [15:0] data_out	 
);
	reg [15:0] imem[0:63];
	reg [5:0] clk_counter;
	integer i;
	always @(posedge clk or negedge reset) begin
		if (!reset) begin
			for (i = 0; i < 64; i = i + 1) begin
				imem[i] <= 16'b0;
			end
			clk_counter <= 0;
		end else begin
			if (clk_counter == 0) begin
				for (i = 63; i > 0; i = i - 1) begin
					imem[i] <= imem[i-1];
				end
				imem[0] <= data_in;
				clk_counter <= clk_counter + 1;
			end else begin
				clk_counter <= clk_counter + 1;
				if (clk_counter == 63) begin
					clk_counter <= 0;
				end
			end
		end
	end
	always @(*) begin
		data_out = imem[read_addr];
	end
endmodule
==> notes.md <==
Notes on the physical design

The residual overflow from global routing is 0. The run reported a max-capacitance violation count of 0. In this run the vertical extent of the chip is 342 um. The first-pass GRT wire length is 152 mm. After synthesis, the chip area reported by Yosys is 46400 um2. Ranked by total cell area, the synthesized netlist is headed by dfrtp_1 56%, mux2_2 18%, mux4_2 12%, mux2_1 7.6%, buf_2 1.1%.

Summing over the stages, the warning tally comes to 33. The worst flop-to-flop path endpoint is imem[381]. The final tally of setup violations is 0.

For the pin with the worst max-slew slack, the measured transition is 0.851 ns. The post-cts sizing count is 0. Logic depth along the worst register-to-register path is recorded as 11. The fraction of final layout cells with drive strength greater than 1 is 42.6%.

The count of antenna-violating nets left after detailed routing is 0. The clock latency on the worst-skew pair is 0.69 ns. The routed length per instance is 20.9 um. By startpoint and endpoint, the worst setup path is classified as input port to primary output.

Along the worst hold path, the cell count comes to 1. Yosys reported that registers with async set or reset make up 100%. The synthesized area divided by synthesized cell count is 16.3 um2. The power per cell area is 55.7 nW/um2. The I/O pin total is 40. The detailed-route wire length on metal 1 is 41.0 mm. The clock root buffer is clkbuf_16. The chip width is 342 um. The tightest slew margin relative to the limit is 43.2%.

The critical-path maximum fanout is 38. The kind of capture point of the worst setup path is a primary output. On the reported timing paths, the clock transition at the registers reads 0.06 ns.

The number of port buffers is 39. For hold timing, the worst endpoint is imem[636]. The final critical path time including I/O delays and setup is 16.18 ns. The via count of the first global-routing pass was 26100. The pin count of the biggest net entering global routing is 146. The routed wire length is 92.8 mm. The leakage power in the latest report is 24.8 nW. The DRC violations left is 0.

The type of origin of the critical path is an input port. The via-per-instance ratio is 5.46. The detailed-routing iteration count for the pre-antenna-repair pass is 23.

Setup repair after global routing left no endpoint under its margin. In the synthesized netlist, the number of instances is 2836. For the final database, setup skew stands at 0.0229 ns. The number of antenna violations at the first check in global routing is 0. The predominant post-synthesis flop cell is dfrtp_1. The required time reported for the critical path endpoint is 24.32 ns. The buffers inserted during post-CTS setup optimization is 0. Sequential elements use 55.6% of the synthesized area. The highest metal layer carrying signal wires in the routed design is met4. The area share of the leading cell type in the synthesized netlist is 55.6%. The row count is 124. Detailed routing placed a total of 7.82 mm of wire on met3. The highest clock frequency the design can meet is 61.8 MHz. The placed wire-length estimate after detailed placement is 56.5 mm. STA lists the startpoint of the worst hold path as imem[652]. The run finished with clean final reports.

The number of sinks handled by clock tree synthesis is 1030. Including well taps, the total number of placed cells is 4243. The worst setup slack for register-to-register paths is 24.54 ns.

The share of the core area taken by cells at floorplan is 40.4%. The final route contains 24300 vias. In this run the critical register-to-register path is launched from clk_counter[0]. In this run the standard cell core region covers 115000 um2.

Per the TritonCTS log, the buffer count is 110. In the Yosys stats the netlist draws on 40 distinct library cells. After synthesis, the design contains 2836 cells according to Yosys.

Routability-driven placement finished with a final weighted congestion of 0.822. Per the final report, max-transition violations number 0. The worst path uses 53.2% of the clock period. The final hold violation count is 0.

Antenna repair during routing inserted a diode count of 0. Global routing consumed, over all layers together, 17.2% of the routing resources. After routing, the total negative slack on setup checks comes to 0 ns. After synthesis the netlist holds a flip-flop and latch count of 1030.

The combined area of all synthesized cells is 46400 um2. The maximum level of the CTS H-tree is 3. The violation count after the first detailed-routing iteration is 1184. The buffer levels on the longest clock path is 3. The filler-free cell count of the finished design is 4447. The number of buffers inserted for hold repair after clock tree synthesis is 0. For the worst setup path, the data arrival time is 10.10 ns. In this run the full chip footprint comes out at 117000 um2. The post-synth count of flops with an enable pin is 0. Counting the warning lines in the Yosys log gives 0. The largest vdd supply drop is 0.0510 mV. Note that the worst hold path type here is register to register.

The cell type that accounts for the most area after synthesis is dfrtp_1. The TritonCTS clock tree is done. The sum of met2 wire segment lengths after detailed routing is 42.1 mm. In this run the layout overhead on the synthesized area is reported as 11.9%.
registers in the layout, indices dropped and copies added (netlist names):
name	cells
imem	1024
clk_counter	6
cells in the final DEF (no fill, tap or decap), drive strengths merged, types with 2 or more instances in the layout:
cell	netlist	final
mux2	1051	1051
dfrtp	1030	1030
mux4	245	245
clkbuf	33	159
buf	174	68
a22oi	48	48
nand2	43	43
mux2i	43	43
nand3	34	34
clkdlybuf4s50	0	34
nor2	24	24
clkinv	0	23
a211oi	20	20
bufinv	0	14
nand4	12	12
a21oi	9	9
o22ai	9	9
o2111ai	9	9
a221oi	7	7
o21ai	7	7
nor2b	7	7
inv	5	7
clkinvlp	0	6
and4	5	5
and3	3	3
nand2b	3	3
o221ai	2	2
nor3	2	2
o41ai	2	2
ha	2	2
stage by stage:
step	hold slack (ns)	worst slack, ns	utilization, %	power, mW	cell area (um2)
floorplan	0.453	16.76	-	1.44	46400
global placement	0.464	14.06	41.9	1.50	48000
detailed placement	0.492	14.04	41.9	1.50	48000
CTS	0.499	14.06	45.3	2.94	51900
global route	0.519	13.79	45.3	3.00	51900
finish	0.499	14.22	45.3	2.89	51900
critical path, stage by stage:
cell             delay (ns)
buf_8                  0.32
buf_4                  0.60
buf_4                  0.63
buf_4                  0.66
mux4_2                 0.59
mux2i_1                0.18
nor2_1                 0.06
a211oi_1               0.29
a211oi_2               0.13
clkdlybuf4s50_1        0.43
area by class of cell:
cell class / count / area (um2)
clock buffer: 159 / 3250
inverter: 5 / 18.8
fill: 9547 / 62700
multi-input combinational: 1594 / 19400
sequential: 1030 / 25800
clock inverter: 45 / 658
tap: 1512 / 1890
timing repair buffer: 102 / 931
layer usage:
layer / track usage [%] / vias up
met5: 0 / -
met4: 3.15 / 0
met3: 6.91 / 134
met2: 24.7 / 510
met1: 26.3 / 12800
li1: - / 10800
cell usage after synthesis (7+ instances only):
master,n
a21oi_1,9
buf_2,98
buf_4,56
o22ai_1,9
nand4_1,12
mux2i_1,43
buf_1,8
clkbuf_1,32
dfrtp_1,1030
a22oi_1,48
o21ai_0,7
a211oi_1,11
nand3_1,34
nor2b_1,7
o2111ai_1,9
mux2_2,739
a211oi_2,9
a221oi_1,7
mux4_2,245
nor2_1,23
mux2_1,312
buf_6,12
nand2_1,43
worst max-delay path by stage:
stage                start           end  slack, ns
CTS           read_addr[0]  data_out[11]      14.06
global route  read_addr[0]   data_out[1]      13.79
finish        read_addr[0]   data_out[1]      14.22
power by group:
group	total, mW	leakage, nW	switching (mW)	internal [mW]
combinational	0.101	8.51	0.0716	0.0294
sequential	1.37	14.4	0.00164	1.37
clock	1.42	1.92	0.554	0.861
total	2.89	24.8	0.627	2.26
cell families after synthesis:
| kind of cell | after synthesis | synth area share (%) |
|---|---|---|
| adder cells (fa/ha/maj) | 2 | 0.0540 |
| AND-OR/OR-AND | 114 | 1.88 |
| AND/OR/NAND/NOR | 137 | 1.45 |
| buffers and inverters | 212 | 2.63 |
| multiplexers | 1339 | 38.4 |
| flip-flops | 1030 | 55.6 |
| XOR/XNOR | 2 | 0.0378 |
Power is estimated from default activity; no workload was simulated.
