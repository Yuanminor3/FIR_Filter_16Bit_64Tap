===== /design/flow/config.mk =====
export PLATFORM = sky130hd
export DESIGN_NAME = fir_alu
export DESIGN_NICKNAME = fir_alu
export VERILOG_FILES = /design/flow/design.v
export SDC_FILE = /design/flow/constraint.sdc
export NUM_CORES = 4
export LEC_CHECK = 1
export CORE_UTILIZATION = 50
export SYNTH_HDL_FRONTEND = slang

===== /design/flow/constraint.sdc =====
current_design fir_alu

set clk_period 18.4
set clk_io_pct 0.2

create_clock -name clk0 -period $clk_period [get_ports {clk}]

set non_clock_inputs [all_inputs -no_clocks]
set_input_delay [expr $clk_period * $clk_io_pct] -clock clk0 $non_clock_inputs
set_output_delay [expr $clk_period * $clk_io_pct] -clock clk0 [all_outputs]

===== /design/flow/design.v =====
module fir_alu (
    input clk,                      
    input reset,                    
    input signed [15:0] x_in,       
    input signed [15:0] cmem_coef,  
    output reg [15:0] y_float       
);
    reg signed [37:0] acc_sum;           
    reg signed [37:0] fx_value;
    reg [6:0] tap_index;
    localparam SIGN_BIT_POSITION = 15;
    localparam EXPONENT_BITS = 5;
    localparam MANTISSA_BITS = 10;
    localparam EXPONENT_BIAS = 15;
    reg sign_bit;
    reg [4:0] exponent;
    reg [9:0] mantissa;
    reg [37:0] abs_value;
    reg [37:0] shifted_value;
    integer j;
    reg found;  
    always @(posedge clk or negedge reset) begin
        if (!reset) begin
            acc_sum <= 0;
            tap_index <= 0;
            fx_value <= 0;
        end else begin 
	    if (tap_index == 63) begin
		fx_value <= acc_sum + (x_in * cmem_coef);
		tap_index <= 0;
		acc_sum <= 0;
	    end else begin
		acc_sum <= acc_sum + (x_in * cmem_coef);
		tap_index <= tap_index + 1;
	    end
        end
    end
    always @(*) begin
        begin
            if (fx_value == 0) begin
                y_float = 16'b0;
            end else begin
                sign_bit = fx_value[37];
                abs_value = fx_value[37] ? -fx_value : fx_value;  
                exponent = 0;
                found = 0;  
                for (j = 37; j >= 0; j = j - 1) begin
                    if (!found && abs_value[j] == 1'b1) begin
                        exponent = j;  
                        found = 1;       
                    end
                end
                shifted_value = abs_value << (38 - exponent);
                mantissa = shifted_value[37:28];  
                exponent = exponent - 20 + 15;
                y_float = {sign_bit, exponent[4:0], mantissa[9:0]};
            end
        end
    end
endmodule

===== /design/flow/run.sh =====
#!/bin/bash
# OpenROAD 26Q1-2900-gdf79404cd8, Yosys 0.63+post, stock flow scripts
make -C /OpenROAD-flow-scripts/flow DESIGN_CONFIG=/design/flow/config.mk WORK_HOME=/design/flow/orfs finish

==> results_dict.tcl <==
# implementation run metrics
set metrics [dict create \
    run_status "completed" \
    report.final.hold_viol_count 0 \
    chipWidth_um 191 \
    yosys.stat.seqShare_pct 11.6 \
    share_of_post_route_cells_with_drive_strength_above_1_pct 4.73 \
    postRouteWirelength_mm 41.1 \
    final_util_pct 54.6 \
    clk-insertion-delay-late_ns 0.35 \
    synth.yosys.num_cells 1928 \
    ctsResizeCount 0 \
    number_of_post_cts_setup_repair_buffers 0 \
    clock_skew_ns 0.0108 \
    dominantRegCellSynth "sky130_fd_sc_hd__dfrtp_1" \
    yosys_register_bits 83 \
    synth-edff-count 0 \
    finalSetupViolations 0 \
    area_reported_by_yosys_stat_sq_um 17900 \
    dr_total_vias 13100 \
    remaining_drc_errors 0 \
    die_height_um 191 \
    grt_overflow_total 0 \
    synthesized_netlist_cell_count 1928 \
    cts_hold_buffers 0 \
    drt_iter0_markers 672 \
    dp.final_hpwl_mm 33.9 \
    grt_start_max_net_pins 74 \
    place.port_buffers 49 \
    uppermost_routed_layer "met4" \
    nFillCells 3169 \
    hold_path_class "reg2reg" \
    post_synth.cell_area_avg_sq_um 9.30 \
    antenna_cells_inserted 0 \
    finalCriticalPeriod_ns 10.88 \
    cts_root_buf "sky130_fd_sc_hd__clkbuf_16" \
    cts_tree "built" \
    maxCapViolations 0 \
    crit_path_cell_trace "inv_1, ha_1, nor3b_1, nand3_1, o41ai_1, xor2_1, and4_1, nand4_1, nor4_2, and2_1, or3_1, buf_4, ha_1, inv_1, buf_4, mux4_2, nor2_1, nor2_1, mux4_2, and2_1, clkdlybuf4s50_1" \
    clock_tree.buffer_depth 2 \
    rsz0062_at_grt "false" \
    wl_per_cell_um 17.3 \
    final_hold_slack_ns 0.471 \
    finalSetupTns_ns 0 \
    timing.final.crit_share_pct 59.2 \
    ys_types 82 \
    cp.arrival_ns 7.20 \
    htree_num_levels 3 \
    timing.final.max_slew_violations 0 \
    post_drt_via_cell_ratio 5.53 \
    worst-endpoint-required_ns 14.72 \
    critPathSlowestCell "sky130_fd_sc_hd__nor3b_1" \
    number_of_antenna_violations_at_the_first_check_in_global_routing 0 \
    layout.cell_area.non_filler_sq_um 19100 \
    cp_slowest_stage_delay_ns 0.71 \
    slew_headroom_pct 43.2 \
    openroad.warnings 27 \
    vias_in_the_first_global_route 14300 \
    cts.sinks 83 \
    crit_path_category "reg2out" \
    met3_length_mm 1.88 \
    number_of_warnings_reported_in_the_yosys_synthesis_log 0 \
    clkTransAtPathRegs_ns 0.07 \
    drt_pre_antenna_iters 5 \
    post_placement_cell_area_sq_um 18800 \
    tightest_slew_ns 0.850 \
    area.growth.synth_to_final_pct 6.30 \
    top_level_ports 50 \
    rows 68 \
    wl_met1_mm 17.8 \
    async_flop_share_pct 100 \
    first_pass_grt_wire_length_mm 72.7 \
    cts_buffers 9 \
    met2_wirelength_mm 20.5 \
    initial_utilization_pct 51.4 \
    crit_path_end_kind "output port" \
    max_freq_ghz 0.0919 \
    start_kind "register" \
    mappedNetlistArea_sq_um 17900 \
    core_area_sq_um 34900 \
    antenna_violating_nets_post_route 0 \
    grt_use_total_pct 26.9 \
    crit_fanout 28 \
    chip_area_sq_um 36600 \
    gp_congestion 0.912 \
]
-- per-stage QoR --
step           cells  worst slack, ns
6_report        2378             7.52
5_1_grt         2378             7.13
4_1_cts         2378             7.59
3_5_place_dp    2362             7.23
3_3_place_gp    2362             7.29
2_1_floorplan   1928             8.63
-- sequential cells by signal (all words and copies together), names as in the netlist --
signal,flops
fx_value,38
tap_index,7
acc_sum,38
-- synth_stat cells (all sizes together), types with 38 or more instances --
| cell | number | area, sq um |
|---|---|---|
| mux2i | 38 | 380 |
| xor2 | 46 | 410 |
| dfrtp | 83 | 2080 |
| ha | 115 | 1440 |
| xnor2 | 50 | 438 |
| o21ai | 85 | 425 |
| nand2 | 241 | 905 |
| and2 | 108 | 676 |
| fa | 322 | 6450 |
| inv | 321 | 1210 |
| nor2 | 93 | 349 |
| clkbuf | 70 | 264 |
-- worst max-delay path, delay by kind of cell, from the launching register on --
family	cells	cell delay [ns]
flip-flops	1	0.42
buffers and inverters	5	1.30
adder cells (fa/ha/maj)	2	0.55
AND/OR/NAND/NOR	10	2.57
multiplexers	2	1.01
XOR/XNOR	1	0.56
AND-OR/OR-AND	1	0.38
-- cells by family (layout without fill, tap and decap cells) --
kind of cell | after synthesis | after routing | synth area share (%)
flops | 83 | 83 | 11.6
fa+ha+maj | 437 | 437 | 44.0
compound gates | 238 | 238 | 9.18
mux | 63 | 63 | 5.03
xor+xnor | 96 | 96 | 4.73
simple gates | 601 | 601 | 16.6
buf+inv | 410 | 405 | 8.93
-- path summary, 6_finish.rpt --
check / startpoint / end / slack (ns) / cells past startpoint
max: fx_value[0] / y_float[0] / 7.52 / 21
min: tap_index[4] / tap_index[4] / 0.47 / 1
max reg2reg: acc_sum[8] / acc_sum[37] / 12.31 / 20
min reg2reg: tap_index[4] / tap_index[4] / 0.47 / 1
max in group asynchronous: reset / fx_value[36] / 14.16 / 2
min in group asynchronous: reset / fx_value[1] / 3.28 / 1
-- layer usage --
metal,GRT usage (%),up-vias
met5,0,-
met1,41.2,6620
li1,-,6166
met3,4.55,60
met4,4.55,0
met2,43.4,294
-- placed cells by master, fill, tap and decap left out, types with 8 or more instances in the layout --
| master | synthesis | layout |
|---|---|---|
| sky130_fd_sc_hd__a21o_1 | 11 | 11 |
| sky130_fd_sc_hd__a21oi_1 | 31 | 31 |
| sky130_fd_sc_hd__and2_1 | 108 | 108 |
| sky130_fd_sc_hd__and3_1 | 8 | 8 |
| sky130_fd_sc_hd__buf_4 | 2 | 20 |
| sky130_fd_sc_hd__clkbuf_16 | 0 | 9 |
| sky130_fd_sc_hd__clkdlybuf4s50_1 | 0 | 48 |
| sky130_fd_sc_hd__dfrtp_1 | 83 | 83 |
| sky130_fd_sc_hd__fa_1 | 322 | 322 |
| sky130_fd_sc_hd__ha_1 | 115 | 115 |
| sky130_fd_sc_hd__inv_1 | 320 | 320 |
| sky130_fd_sc_hd__mux2i_1 | 38 | 38 |
| sky130_fd_sc_hd__mux4_2 | 16 | 16 |
| sky130_fd_sc_hd__nand2_1 | 241 | 241 |
| sky130_fd_sc_hd__nand2b_1 | 26 | 26 |
| sky130_fd_sc_hd__nand3_1 | 25 | 25 |
| sky130_fd_sc_hd__nand4_1 | 13 | 13 |
| sky130_fd_sc_hd__nor2_1 | 93 | 92 |
| sky130_fd_sc_hd__nor3_1 | 20 | 20 |
| sky130_fd_sc_hd__nor4_1 | 11 | 11 |
| sky130_fd_sc_hd__o211ai_1 | 8 | 8 |
| sky130_fd_sc_hd__o21a_1 | 13 | 13 |
| sky130_fd_sc_hd__o21ai_0 | 84 | 84 |
| sky130_fd_sc_hd__o31ai_1 | 10 | 10 |
| sky130_fd_sc_hd__o41ai_1 | 12 | 12 |
| sky130_fd_sc_hd__or3_1 | 13 | 13 |
| sky130_fd_sc_hd__or4_1 | 10 | 10 |
| sky130_fd_sc_hd__xnor2_1 | 50 | 47 |
| sky130_fd_sc_hd__xor2_1 | 45 | 45 |
-- layout make-up --
class	instances	area (sq um)	area share [%]
Timing Repair Buffer	68	631	3.31
Inverter	321	1210	6.35
Clock inverter	7	66.3	0.348
Multi-Input combinational cell	1435	14300	74.9
Clock buffer	9	225	1.18
Tap cell	455	569	2.99
Sequential cell	83	2080	10.9
