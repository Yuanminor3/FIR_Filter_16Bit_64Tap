==> ./design.v <==
module fir_fifo (
	input wire clk1,   
	input wire clk2,   
	input wire rstn,   
	input wire valid_in,  
	input wire [15:0] din,  
	output wire fifo_empty,
	output wire fifo_full,
	output [15:0] fifo_out
);
	reg [15:0] fifo_mem [0:3];
	reg [2:0] wr_ptr, rd_ptr;    
	reg [2:0] wr_ptr_gray, rd_ptr_gray;
	reg [2:0] wr_ptr_gray_sync, rd_ptr_gray_sync, wr_ptr_gray_sync1, rd_ptr_gray_sync1;
	always @(posedge clk1 or negedge rstn) begin
    	if (!rstn) begin
        	wr_ptr <= 0;
        	wr_ptr_gray <= 0;
    	end
    	else if (valid_in && !fifo_full) begin
        	fifo_mem[wr_ptr[1:0]] <= din;
        	wr_ptr <= (wr_ptr + 1) & 3;
        	wr_ptr_gray <= (((wr_ptr + 1) & 3) >> 1)^((wr_ptr + 1) & 3);  
    	end   	 
	end
	reg [15:0] fifo_out_data;
	always @(posedge clk2 or negedge rstn) begin
    	if (!rstn) begin
        	rd_ptr <= 0;
        	rd_ptr_gray <= 0;
    	end
    	else if (!fifo_empty) begin
        	fifo_out_data <= fifo_mem[rd_ptr[1:0]];
        	rd_ptr <= (rd_ptr + 1) & 3;
        	rd_ptr_gray <= (((rd_ptr + 1) & 3) >> 1)^((rd_ptr + 1) & 3);  
    	end   	 
	end
	always @(posedge clk2 or negedge rstn) begin
    	if (!rstn) begin
        	wr_ptr_gray_sync <= 0;
		wr_ptr_gray_sync1 <= 0;
    	end
    	else begin
        	wr_ptr_gray_sync <= wr_ptr_gray;
		wr_ptr_gray_sync1 <= wr_ptr_gray_sync;
    	end   	 
	end
	always @(posedge clk1 or negedge rstn) begin
    	if (!rstn) begin
        	rd_ptr_gray_sync <= 0;
		rd_ptr_gray_sync1 <= 0;
    	end
    	else begin
        	rd_ptr_gray_sync <= rd_ptr_gray;
		rd_ptr_gray_sync1 <= rd_ptr_gray_sync;
    	end   	 
	end
	assign fifo_empty = (wr_ptr_gray_sync1 == rd_ptr_gray);
	assign fifo_full = (wr_ptr_gray[2:1] != rd_ptr_gray_sync1[2:1])&&(wr_ptr_gray[0] == rd_ptr_gray_sync1[0]) ;	
	assign fifo_out = fifo_out_data;
endmodule
==> ./run.sh <==
#!/bin/bash
# OpenROAD 26Q1-2900-gdf79404cd8, Yosys 0.63+post, stock flow scripts
make -C /OpenROAD-flow-scripts/flow DESIGN_CONFIG=/design/flow/config.mk WORK_HOME=/design/flow/orfs finish
==> ./config.mk <==
export PLATFORM = sky130hd
export DESIGN_NAME = fir_fifo
export DESIGN_NICKNAME = fir_fifo
export VERILOG_FILES = /design/flow/design.v
export SDC_FILE = /design/flow/constraint.sdc
export NUM_CORES = 4
export LEC_CHECK = 1
export CORE_UTILIZATION = 50
export SYNTH_HDL_FRONTEND = slang
==> ./constraint.sdc <==
current_design fir_fifo

set clk_period 4.8
set clk_io_pct 0.2

create_clock -name clk0 -period $clk_period [get_ports {clk1}]
create_clock -name clk1 -period $clk_period [get_ports {clk2}]

set non_clock_inputs [all_inputs -no_clocks]
set_input_delay [expr $clk_period * $clk_io_pct] -clock clk0 $non_clock_inputs
set_output_delay [expr $clk_period * $clk_io_pct] -clock clk0 [all_outputs]
==> job_summary.md <==
### Yosys + OpenROAD results

| Metric | Value |
|---|---|
| Status | `finished, final reports clean` |
| Setup TNS | `0 ns` |
| Number of flops mapped to enable cells by yosys | `~80` |
| Chip area | `7179 µm²` |
| Top cells by count | `80 x edfxtp_1, 14 x dfrtp_1, 8 x mux4_1, 8 x mux4_2, 5 x xnor2_1` |
| DIE HEIGHT | `~85 µm` |
| Io pins | `38` |
| Overall Power | `~0.0025 W` |
| DRT iter0 DRCs | `37` |
| DR WL/cell | `roughly 19 µm` |
| Port bufs | `36` |
| Post-synth seq share | `80.44%` |
| Area contributors post-synth | `edfxtp_1 70%, dfrtp_1 10%, mux4_1 6.1%, mux4_2 5.3%, ha_1 1.5%` |
| CP startpoint kind | `flop` |
| Routed Antenna Nets | `0` |
| Most frequent cell after synthesis | `edfxtp_1` |
| Layout Skew | `~0.010 ns` |
| Post-synth top area cell | `edfxtp_1` |
| Via-to-Cell Ratio | `5.385` |
| Largest net degree at the start of global routing | `22` |
| Drt pass-1 iters | `12` |
| Final WL | `roughly 5200 µm` |
| Tool Warnings | `29` |
| Min-delay worst type | `flop to flop` |
| Ys async rst share | `between 10 and 15%` |
| CP arrival | `around 1.8 ns` |
| Final hold slack | `0.3480 ns` |
| Netlist Area Pre-Place | `~3400 µm²` |
| CTS tree | `built` |
| Area Overhead vs Synth | `20.80%` |
| Endpoint class of the critical path | `output pin` |
| Synth cell types | `19` |
| Final setup violation count | `0` |
| Relative slew slack | `approximately 52%` |
| Maximum vdd drop | `approximately 0.26 mV` |
| Resize count post-CTS | `0` |
| Sink Count | `approximately 94` |
| RSZ-0062 raised after global routing | `no` |
| Post-CTS Hold Buffers | `0` |
| WP data required | `3.84 ns` |
| Fin. Hold Viols | `0` |
| Fp util | `roughly 53%` |
| Clk pin slew, worst setup/hold paths | `about 0.090 ns` |
| PD cells | `~590 nW/µm²` |
| DP HPWL | `approximately 3000 µm` |
| Max Cap Viol | `0` |
| LEAKAGE | `about 1.4 nW` |
| Final cell utilization of the core | `between 60% and 70%` |
| Area of the core | `6495 µm²` |
| Post-Syn Area per Cell | `between 20 and 25 µm²` |
| # rows | `29` |
| # Cells Yosys | `approximately 140` |
| Setup Buffers After CTS | `0` |
| Die span in x | `approximately 85 µm` |
| Drt drc | `0` |
| Via Count | `~1500` |
| Chip area in the Yosys report | `between 3000 and 4000 µm²` |
| ANT cells | `0` |
| Kind of critical path | `flop to output pin` |
| Worst slew pin tran | `between 0.7 and 0.8 ns` |
| Yosys warns | `0` |
| Share of cells above drive strength 1 | `between 10% and 20%` |
| Instance tally after logic synthesis | `around 140` |
| Antenna violations before repair | `0` |
| Number of global-route vias before repair | `approximately 1700` |
| Top area contributor share | `a little over two thirds` |
| Slew Viols, Final | `0` |
| Yosys reg bits | `~94` |
| Main synth FF type | `edfxtp_1` |
| Grt ovf | `0` |
| Placer Congestion | `0.7732` |
| GRT Util Overall | `roughly 17%` |
| First-pass GRT wire length | `just over 8000 µm` |
| Max Fanout on Critical Path | `21` |
## metrics by stage
step	instances	worst slack, ns	instance area [µm²]
2_1_floorplan	143	2.685	3422
3_5_place_dp	259	1.792	3890
4_1_cts	278	2.023	4134
6_report	278	2.052	4134
5_1_grt	278	1.940	4134
3_3_place_gp	259	1.829	3890
## report_power, final
part           internal, W  leakage, nW  total [W]  switching [W]
Clock             0.000299        0.114   0.000583       0.000284
Sequential         0.00113        0.894    0.00120      0.0000732
Combinational     0.000389        0.438   0.000664       0.000275
Total              0.00182         1.45    0.00245       0.000632
## cell type report
cell class / instances / area (µm²)
clock inverters: 7 / 78.83
clock buffers: 12 / 165.2
well taps: 77 / 96.34
flip-flops and latches: 94 / 2753
inverters: 3 / 11.26
repair buffers: 43 / 412.9
multi-input cells: 42 / 616.8
fillers: 418 / 2361
## logic make-up (layout without fill, tap and decap cells)
group	after synthesis	after routing	synth area share, %
muxes	18	18	12.29
and+or+nand+nor	8	8	1.243
xor gates and xnor gates	8	8	2.048
adders and majority gates	4	4	1.463
DFF	94	94	80.44
AOI/OAI and AO/OA	4	4	0.9871
buffers and inverters	7	65	1.536
## critical path: stages, from the launching register on
cell and delay (ns):
dfrtp_1 0.37, buf_4 0.22, xor2_1 0.20, nor2_1 0.23, clkdlybuf4s50_1 0.50
## registers in the layout, indices dropped and copies added (netlist names)
register,count
wr_ptr_gray_sync1,2
fifo_mem,64
fifo_out,16
wr_ptr_gray_sync,2
rd_ptr,2
wr_ptr,2
rd_ptr_gray_sync,2
rd_ptr_gray_sync1,2
wr_ptr_gray,1
rd_ptr_gray,1
## layout by cell type (no fill, tap or decap)
| cell type | synthesis | layout |
|---|---|---|
| a21boi_0 | 1 | 1 |
| clkinvlp_4 | 0 | 3 |
| buf_4 | 0 | 7 |
| inv_1 | 3 | 3 |
| o21ai_0 | 1 | 1 |
| mux2_4 | 2 | 2 |
| edfxtp_1 | 80 | 80 |
| bufinv_16 | 0 | 1 |
| mux4_2 | 8 | 8 |
| clkinv_4 | 0 | 2 |
| nor2b_1 | 1 | 1 |
| xnor2_1 | 5 | 5 |
| nor2_1 | 3 | 3 |
| mux4_1 | 8 | 8 |
| o21a_4 | 1 | 1 |
| and3_1 | 4 | 4 |
| dfrtp_1 | 14 | 14 |
| clkdlybuf4s50_1 | 0 | 36 |
| xor2_1 | 3 | 3 |
| ha_1 | 4 | 4 |
| clkbuf_8 | 0 | 12 |
| inv_6 | 0 | 1 |
| o22ai_1 | 1 | 1 |
## path summary, 6_finish.rpt
| check | startpoint | endpoint | slack (ns) | depth (start not counted) |
|---|---|---|---|---|
| min | rd_ptr_gray_sync[1] | rd_ptr_gray_sync1[1] | 0.35 | 0 |
| min in group clk1 | wr_ptr_gray_sync[1] | wr_ptr_gray_sync1[1] | 0.37 | 0 |
| max in group clk1 | rstn | fifo_out[13] | 2.11 | 3 |
| max | rd_ptr[1] | fifo_empty | 2.05 | 4 |
| min in group asynchronous | rstn | rd_ptr_gray_sync1[1] | 1.06 | 1 |
| min reg2reg | rd_ptr_gray_sync[1] | rd_ptr_gray_sync1[1] | 0.35 | 0 |
| max reg2reg | rd_ptr[1] | fifo_out[13] | 2.89 | 5 |
| max in group asynchronous | rstn | wr_ptr_gray_sync1[1] | 3.24 | 1 |
## routing by layer
layer | up-vias | global-route usage, % | share of wire, %
li1 | 683 | - | -
met3 | 7 | 8.466 | 8.1
met4 | 0 | 3.544 | 1.5
met2 | 68 | 25.42 | 49
met1 | 739 | 27.89 | 41
met5 | - | 0 | 0
Power figures rest on the tool's default switching activity, not on a simulated workload.
